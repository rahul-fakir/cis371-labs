<file path="design/flow/design.v">
`timescale 1ns / 1ps
`default_nettype none
module Nbit_mux8to1 #(parameter n = 16)
   (input  wire [  2:0] sel,
    input  wire [n-1:0] a,
    input  wire [n-1:0] b,
    input  wire [n-1:0] c,
    input  wire [n-1:0] d,
    input  wire [n-1:0] e,
    input  wire [n-1:0] f,
    input  wire [n-1:0] g,
    input  wire [n-1:0] h,
    output wire [n-1:0] out
    );
    assign out = (sel == 3'd0) ? a :
                 (sel == 3'd1) ? b :
                 (sel == 3'd2) ? c :
                 (sel == 3'd3) ? d :
                 (sel == 3'd4) ? e :
                 (sel == 3'd5) ? f :
                 (sel == 3'd6) ? g: h;
endmodule
module lc4_regfile #(parameter n = 16)
   (input  wire         clk,
    input  wire         gwe,
    input  wire         rst,
    input  wire [  2:0] i_rs,       
    output wire [n-1:0] o_rs_data,  
    input  wire [  2:0] i_rt,       
    output wire [n-1:0] o_rt_data,  
    input  wire [  2:0] i_rd,       
    input  wire [n-1:0] i_wdata,    
    input  wire         i_rd_we     
    );
    wire [n-1:0] r0v, r1v, r2v, r3v, r4v, r5v, r6v, r7v;
    Nbit_reg #(n) r0 (i_wdata, r0v, clk, (i_rd == 3'd0) & i_rd_we, gwe, rst);
    Nbit_reg #(n) r1 (i_wdata, r1v, clk, (i_rd == 3'd1) & i_rd_we, gwe, rst);
    Nbit_reg #(n) r2 (i_wdata, r2v, clk, (i_rd == 3'd2) & i_rd_we, gwe, rst);
    Nbit_reg #(n) r3 (i_wdata, r3v, clk, (i_rd == 3'd3) & i_rd_we, gwe, rst);
    Nbit_reg #(n) r4 (i_wdata, r4v, clk, (i_rd == 3'd4) & i_rd_we, gwe, rst);
    Nbit_reg #(n) r5 (i_wdata, r5v, clk, (i_rd == 3'd5) & i_rd_we, gwe, rst);
    Nbit_reg #(n) r6 (i_wdata, r6v, clk, (i_rd == 3'd6) & i_rd_we, gwe, rst);
    Nbit_reg #(n) r7 (i_wdata, r7v, clk, (i_rd == 3'd7) & i_rd_we, gwe, rst);
    Nbit_mux8to1 #(n) mux1 (i_rs, r0v, r1v, r2v, r3v, r4v, r5v, r6v, r7v, o_rs_data);
    Nbit_mux8to1 #(n) mux2 (i_rt, r0v, r1v, r2v, r3v, r4v, r5v, r6v, r7v, o_rt_data);
endmodule
</file>
<file path="design/flow/run.sh">
#!/bin/bash
# OpenROAD 26Q1-2900-gdf79404cd8, Yosys 0.63+post, stock flow scripts
make -C /OpenROAD-flow-scripts/flow DESIGN_CONFIG=/design/flow/config.mk WORK_HOME=/design/flow/orfs finish
</file>
<file path="design/flow/config.mk">
export PLATFORM = sky130hd
export DESIGN_NAME = Nbit_mux8to1
export DESIGN_NICKNAME = Nbit_mux8to1
export VERILOG_FILES = /design/flow/design.v
export SDC_FILE = /design/flow/constraint.sdc
export NUM_CORES = 4
export LEC_CHECK = 1
export CORE_AREA = 10 10 99 99
export DIE_AREA = 0 0 109 109
</file>
<file path="design/flow/constraint.sdc">
current_design Nbit_mux8to1

set clk_period 4.5
set clk_io_pct 0.2

create_clock -name clk0 -period $clk_period

set non_clock_inputs [all_inputs -no_clocks]
set_input_delay [expr $clk_period * $clk_io_pct] -clock clk0 $non_clock_inputs
set_output_delay [expr $clk_period * $clk_io_pct] -clock clk0 [all_outputs]
</file>
==> results.py <==
# Metrics from the implementation run
metrics = {
    "setup_path": {
        "path_cells": "buf_2 -> buf_4 -> mux4_1 -> mux2_2 -> clkdlybuf4s50_1",
        "critPathRequiredTime_ns": 3.60,
        "timing_worst_setup_path_type": "input port to output port",
        "cp_max_fo": 26,
        "cp.buffers_inverters": 3,
        "start_kind": "input port",
        "cpPeakStageDelay_ns": 0.54,
        "cp_data_arrival_time_ns": 2.91,
        "crit_slowest_cell": "mux4_1",
        "crit_family": "buffers and inverters",
        "endpoint_kind": "output port",
    },
    "timing": {
        "maxSlewHeadroom_pct": 61.3,
        "finalSetupViolations": 0,
        "slew_viol_final": 0,
        "worstMarginPinSlew_ns": 0.580,
        "finalHoldViolCount": 0,
        "layout_min_cycle_time_ns": 3.81,
        "fmax_ghz": 0.263,
        "tns_ns": 0,
        "rsz0062_at_grt": "false",
        "fin_crit_sh_pct": 84.6,
    },
    "floorplanning": {
        "num_rows": 32,
        "die_x_um": 109,
        "fp_util_pct": 14.1,
        "core_mm2": 0.00773,
        "ios": 147,
        "die-area_mm2": 0.0119,
        "die_h_um": 109,
    },
    "logic_synthesis": {
        "yosysChipArea_mm2": 0.00109,
        "synthXorXnorAreaFrac_pct": 0,
        "ys_sh_simple_pct": 10.9,
        "synth_area_leader_cell": "mux4_1",
        "yosysWarnings": 0,
        "ys_sh_aoi_pct": 25.9,
        "ys_cells": 117,
        "synth_cell_types": 29,
        "syn-instance-count": 117,
        "mux_area_share_pct": 54.4,
        "logic_family": "multiplexers",
        "topCellsByArea": "mux4_1 22%, mux2_2 18%, mux4_2 12%",
        "syn_avg_cell_area_um2": 9.31,
        "yosysTopAreaCellShare_pct": 21.7,
        "fa_ha_area_share_pct": 0,
        "ys_seq_share_pct": 0,
        "synth.cell_area_mm2": 0.00109,
    },
    "power_and_ir_drop": {
        "power.share.combinational_pct": 100.0,
        "switching_power_mw": 0.0624,
        "seq_power_share_pct": 0,
        "clkPwrFrac_pct": 0,
        "total_power_mw": 0.243,
        "intPower_mw": 0.181,
        "p_leak_nw": 0.971,
        "powerDensity_mw_per_mm2": 91.9,
        "switching_share_pct": 25.7,
        "ir_worst_vdd_mv": 0.0363,
    },
    "grt": {
        "grt.overflow.total": 0,
        "grt_pass1_wl_um": 9200,
        "grt_max_degree": 38,
        "grt_use_total_pct": 9.81,
        "antenna_found_initial": 0,
        "grt_pass1_vias": 1765,
    },
    "routing": {
        "routed-via-count": 1557,
        "wl_per_cell_um": 17.2,
        "drc": 0,
        "via_per_inst": 4.35,
        "wl_um": 6160,
        "dr.pass1.iters": 4,
        "initialDrtViolationCount": 20,
        "antenna_cells": 0,
        "ant_nets": 0,
    },
    "job": {
        "max_cap_violations": 0,
        "warnings": 32,
    },
    "cells_and_area": {
        "drive_gt1_share_pct": 11.7,
        "syn_to_final_growth_pct": 143,
        "final_common_cell": "clkdlybuf4s50_1",
        "seq_cells": 0,
        "n_fill_cell": 784,
        "n_clock_buffer": 0,
        "final_core_util_pct": 34.2,
        "seq_area_um2": 0,
        "lay_top_cells": "146 x clkdlybuf4s50_1, 17 x mux2_2, 12 x nor2_1",
    },
    "min_path": {
        "hp-class": "input port to output port",
    },
    "placement": {
        "io_buffers": 147,
        "dp_hpwl_um": 5500,
        "place_congestion": 0.807,
    },
    "cts": {
        "cts_resized": 0,
        "post-cts-setup-buffers": 0,
        "cts-hold-fix-buffers": 0,
    },
    "run_status": {
        "outcome": "complete, no violations",
    },
}
-- synthesized netlist by cell type --
cell type,number
mux4_2,6
clkbuf_1,4
o21ai_0,3
mux4_1,9
a31oi_1,8
buf_4,3
buf_2,3
a22o_1,3
buf_6,1
inv_1,2
a22oi_1,3
o22ai_1,6
o22a_1,3
o311ai_0,1
nor2b_1,1
buf_12,1
and2b_1,1
a221oi_1,3
and2_1,1
a21oi_1,1
nand3_1,2
a21o_1,4
o221ai_1,4
buf_1,1
nor2_1,12
mux2_2,17
or2_2,1
mux2i_1,3
nand2_1,10
-- tightest hold or removal path, cell delays in order --
cell and delay, ns:
clkdlybuf4s50_1 0.40, nand2_1 0.06, a31oi_1 0.07, clkdlybuf4s50_1 0.40
-- metrics by stage --
stage | instances | cell area, um^2 | setup WS, ns | hold slack [ns]
6_report | 358 | 2650 | 0.694 | 2.73
5_1_grt | 358 | 2650 | 0.534 | 2.78
4_1_cts | 358 | 2650 | 0.640 | 2.74
2_1_floorplan | 117 | 1090 | 1.68 | 1.88
3_5_place_dp | 358 | 2650 | 0.656 | 2.73
3_3_place_gp | 358 | 2650 | 0.644 | 2.74
-- power by group through the flow --
stage	Combinational, mW	Clock [mW]	Sequential, mW
CTS	0.249	0	0
global route	0.266	0	0
finish	0.243	0	0
-- cells by family after synthesis --
group | count (synthesis)
compound gates | 39
simple gates | 28
mux | 35
buf+inv | 15
-- per-layer routing --
metal  vias to the layer above  global-route usage, %  routed length [um]
met5                         -                      0                   0
met4                         0                      0                   0
met3                         0                   4.30                 740
met2                        89                   16.5                2910
met1                       696                   12.1                2520
li1                        772                      -                   -
-- final timing paths --
check,startpoint,endpoint,slack (ns),cells after the start
hold / removal,f[0],out[0],2.73,4
setup / recovery,sel[0],out[5],0.69,5
-- layout make-up --
type / instances / area [um^2] / share of cell area, %
inverter: 2 / 7.51 / 0.284
multi-input combinational: 102 / 995 / 37.6
tap: 102 / 128 / 4.82
timing repair buffer: 152 / 1520 / 57.3
Power figures rest on the tool's default switching activity, not on a simulated workload.
